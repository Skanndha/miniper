File: flow/design.v
module AddressCalculator (
    input wire [255:0] HF,             
    input wire clk,                    
    input wire reset,                  
    output reg [7:0] src_addr,         
    output reg [7:0] dest_addr         
);
    always @(posedge clk or posedge reset) begin
        if (reset) begin
            src_addr <= 8'b0;
            dest_addr <= 8'b0;
        end else begin
            src_addr <= HF[247:240];
            dest_addr <= HF[239:232];
        end
    end
endmodule
File: flow/constraint.sdc
current_design AddressCalculator

set clk_period 1.0
set clk_io_pct 0.2

create_clock -name clk0 -period $clk_period [get_ports {clk}]

set non_clock_inputs [all_inputs -no_clocks]
set_input_delay [expr $clk_period * $clk_io_pct] -clock clk0 $non_clock_inputs
set_output_delay [expr $clk_period * $clk_io_pct] -clock clk0 [all_outputs]
File: flow/run.sh
#!/bin/bash
# OpenROAD 26Q1-2900-gdf79404cd8, Yosys 0.63+post, stock flow scripts
make -C /OpenROAD-flow-scripts/flow DESIGN_CONFIG=/design/flow/config.mk WORK_HOME=/design/flow/orfs finish
File: flow/config.mk
export PLATFORM = sky130hd
export DESIGN_NAME = AddressCalculator
export DESIGN_NICKNAME = AddressCalculator
export VERILOG_FILES = /design/flow/design.v
export SDC_FILE = /design/flow/constraint.sdc
export NUM_CORES = 4
export LEC_CHECK = 1
export CORE_AREA = 10 10 113 113
export DIE_AREA = 0 0 123 123
==> results.sh <==
# implementation run metrics
export IMPL_die_w_um=123
export IMPL_drive_above_1_share=0.3704
export IMPL_grt_pass1_vias=357
export IMPL_hold_viol=0
export IMPL_power_uw=1279
export IMPL_fmax_mhz=1073
export IMPL_synth_seq_cells=16
export IMPL_cts_reportedPaths_clkPinSlew_ns=0.06
export IMPL_slowest_delay_ns=0.37
export IMPL_path_cells="buf_2"
export IMPL_synth_main_ff_cell="dfrtp_1"
export IMPL_final_comb_area_um2=0
export IMPL_top_cells_by_count="dfrtp_1 (16), inv_1 (1)"
export IMPL_cp_max_fo=1
export IMPL_setup_slack_ns=0.06771
export IMPL_ctsHoldBuffers=0
export IMPL_worst_slew_pin_transition_ns=0.09811
export IMPL_cts_htree_levels=1
export IMPL_cts_made_buffers=3
export IMPL_synthAdderAreaFrac=0
export IMPL_critical_path_arrival_ns=0.73
export IMPL_grt_pass1_wl_mm=2.497
export IMPL_drt_wirelength_per_cell_um=8.968
export IMPL_yosysWarnings=1
export IMPL_logic_gate_count=0
export IMPL_via_per_inst=1.479
export IMPL_ys_seq_frac=0.9907
export IMPL_worstHoldPathType="in -> async"
export IMPL_top_cell_area_share=0.9907
export IMPL_cp_slowest_cell="dfrtp_1"
export IMPL_dpl_instance_area_um2=924.6
export IMPL_cts_root_buf="clkbuf_8"
export IMPL_place_congestion=0.6308
export IMPL_ys_area_um2=404.1
export IMPL_netlist_cell_type_count=2
export IMPL_path_buffers=1
export IMPL_grt_overflow_total=0
export IMPL_fin_tns_setup_ns=0
export IMPL_warning_count=265
export IMPL_top_area_cell="dfrtp_1"
export IMPL_grt_antenna_before_repair=0
export IMPL_p_leak_uw=0.0003539
export IMPL_final_antenna_net_count=0
export IMPL_cp_start_kind="flip-flop"
export IMPL_synthesis_area_um2=404.1
export IMPL_vias=281
export IMPL_io_pins=274
export IMPL_drc_errors=0
export IMPL_top_logic_kind="buffers and inverters"
export IMPL_ys_async_sr_fraction=1.000
export IMPL_synthCells=17
export IMPL_period_used=0.9323
export IMPL_drv_slew=0
export IMPL_avgSynthCellArea_um2=23.77
export IMPL_critical_path_top_delay_family="flip-flops"
export IMPL_muxShareOfSynthArea=0
export IMPL_yosys_cells=17
export IMPL_setup_viol=0
export IMPL_n_fill_cell=1184
export IMPL_crit_path_end_kind="output pin"
export IMPL_area_delta_synth_final_pct=119.2
export IMPL_die_area_um2=15130
export IMPL_cts_tree="built"
export IMPL_core_um2=10320
export IMPL_clock_path_buffers=2
export IMPL_worstPathRequired_ns=0.80
export IMPL_dp_hpwl_mm=1.526
export IMPL_place_ws_ns=-0.05316
export IMPL_n_antenna_cell=0
export IMPL_grt_max_degree=17
export IMPL_floorplan_core_util=0.03915
export IMPL_vdd_ir_drop_max_uv=348.9
export IMPL_status="complete, no violations"
export IMPL_yosys_area_share_simple=0
export IMPL_edf_count=0
export IMPL_area_leaders="dfrtp_1 (99%), inv_1 (0.93%)"
export IMPL_ys_sh_xor=0
export IMPL_synthAoiAreaFrac=0
export IMPL_stdcell_area_um2=885.9
export IMPL_die_height_um=123
export IMPL_placementRows=37
export IMPL_grt_setup_unrepaired="no"
export IMPL_top_cell="dfrtp_1"
export IMPL_track_usage=0.02323
export IMPL_power_density_nw_per_um2=1444
export IMPL_timing_hold_ws_ns=0.2588
export IMPL_routed_wirelength_mm=1.704
export IMPL_min_period_ns=0.9323
export IMPL_drt_iter0_drc=0
export IMPL_drv_cap=0
export IMPL_first_pass_iters=1
export IMPL_critPathKind="reg -> out"
export IMPL_relSlewSlack=0.9346
export IMPL_cts_num_sinks=16
export IMPL_portBuffers=33
[worst paths after layout]
check | from | endpoint | slack, ns | cells past startpoint
min in group clk0 | HF[237] | dest_addr[5] | 0.39 | 1
worst min-delay path | reset | src_addr[1] | 0.26 | 3
max in group asynchronous | reset | dest_addr[2] | 0.61 | 3
worst max-delay path | dest_addr[0] | dest_addr[0] | 0.07 | 1
[per-layer routing]
metal | share of wire | vias up | GRT usage | wire (um)
li1 | - | 124 | - | -
met1 | 0.34 | 137 | 0.02339 | 575
met2 | 0.53 | 20 | 0.03949 | 902
met3 | 0.13 | 0 | 0.01758 | 227
met4 | 0 | 0 | 0.001456 | 0
met5 | 0 | - | 0 | 0
[layout make-up]
cell class / instances / area (um2) / share of cell area
Clock buffer: 3 / 41.29 / 0.04661
Timing Repair Buffer: 34 / 270.3 / 0.3051
Inverter: 1 / 3.754 / 0.004237
Tap cell: 136 / 170.2 / 0.1921
Sequential cell: 16 / 400.4 / 0.4520
[registers in the layout, summed over array words and instances, names as in the netlist]
signal     count
src_addr       8
dest_addr      8
[kinds of logic after synthesis]
group	Yosys count
buffers and inverters	1
DFF	16
[power breakdown]
group	switching, uW	total [uW]	internal [uW]
logic	33.3	120	86.3
clock network	206	472	266
registers	7.63	687	680
total	247	1280	1030
[timing repair]
action	4_1_cts	5_1_grt
buffers inserted	0	0
pin swaps	0	0
gates resized	47	8
setup endpoints to repair	16	8
[layout by cell type, fill, tap and decap left out]
cell	count
clkbuf_8	3
buf_12	1
clkdlybuf4s50_1	17
inv_1	1
clkbuf_2	8
dfrtp_1	16
buf_2	8
[stage by stage]
stage / util / std cells
6_report: 0.08581 / 190
5_1_grt: 0.08581 / 190
4_1_cts: 0.08969 / 190
3_5_place_dp: 0.08956 / 187
3_3_place_gp: 0.08956 / 187
2_1_floorplan: - / 17
