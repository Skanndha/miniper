[config.mk]
export PLATFORM = sky130hd
export DESIGN_NAME = Packetizer
export DESIGN_NICKNAME = Packetizer
export VERILOG_FILES = /design/flow/design.v
export SDC_FILE = /design/flow/constraint.sdc
export NUM_CORES = 4
export LEC_CHECK = 1
export CORE_AREA = 10 10 102 102
export DIE_AREA = 0 0 112 112
[constraint.sdc]
current_design Packetizer

set clk_period 1.0
set clk_io_pct 0.2

create_clock -name clk0 -period $clk_period [get_ports {clk}]

set non_clock_inputs [all_inputs -no_clocks]
set_input_delay [expr $clk_period * $clk_io_pct] -clock clk0 $non_clock_inputs
set_output_delay [expr $clk_period * $clk_io_pct] -clock clk0 [all_outputs]
[design.v]
module Packetizer (
    input [15:0] HF,
    input [15:0] BF,
    input [15:0] TF,
    input clk,                    
    input reset,                  
    output reg [47:0] flit_out,       
    output reg write_enable            
);
    reg [1:0] state = 0;               
    always @(posedge clk or posedge reset) begin
        if (reset) begin
            flit_out <= 47'b0;
            write_enable <= 0;
        end else begin
           flit_out <= {TF, BF, HF};
            write_enable <= 1;
        end
    end
endmodule
[run.sh]
#!/bin/bash
# OpenROAD 26Q1-2900-gdf79404cd8, Yosys 0.63+post, stock flow scripts
make -C /OpenROAD-flow-scripts/flow DESIGN_CONFIG=/design/flow/config.mk WORK_HOME=/design/flow/orfs finish
==> flow_metrics.py <==
# Generated from Yosys and OpenROAD reports
metrics = {
    "clock_network": {
        "root_buffer": "clkbuf_8",
        "clk_pin_slew_ns": 0.09,
        "ctsHoldBuffers": 0,
        "post-cts-setup-buffer-count": 0,
        "numCtsBuffers": 5,
        "cts_sinks": 49,
        "tritoncts": "yes",
        "cts_buffer_depth": 2,
        "cts_max_level": 2,
    },
    "detailed_routing": {
        "viasPerCell": 3.19,
        "ant_nets": 0,
        "vias": 842,
        "drt_iter0_drc": 4,
        "num_antenna_cells": 0,
        "drtPass1Iterations": 3,
        "drc": 0,
        "routedWlPerCell_um": 17.3,
        "wirelength_um": 4550,
    },
    "worst_setup_path": {
        "slowest_delay_ns": 0.40,
        "path_buffers": 1,
        "worstSetupEndpointType": "primary output",
        "slowest_stage": "dfrtp_1",
        "path_cells": "buf_2",
        "path_depth": 1,
        "crit_family": "flip-flops",
        "startpoint_type": "flip-flop",
        "arrival_ns": 0.81,
        "critPathMaxFanout": 1,
        "critPathKind": "reg -> out",
        "crit_required_ns": 0.80,
    },
    "logic_synthesis": {
        "top_cell_area_share": 0.994,
        "ys_sh_adder": 0,
        "synthTopCellsByArea": "dfrtp_1, conb_1, inv_1",
        "synth_top_cell_by_area": "dfrtp_1",
        "ys_cells": 51,
        "synth.distinct_cells": 3,
        "synth_cells": 51,
        "yosys_area_um2": 1230,
        "ys.flops": 49,
        "ys_sh_mux": 0,
        "xor_share": 0,
        "avgSynthCellArea_um2": 24.2,
        "ys_seq_frac": 0.994,
        "ys_warn_count": 1,
        "simple_gate_area_frac": 0,
        "ys_sh_aoi": 0,
        "syn_area_um2": 1230,
    },
    "grt": {
        "grt-ovfl-total": 0,
        "grt.total_usage": 0.0697,
        "grt.met2_usage": 0.115,
        "antenna_found_initial": 0,
        "grt_pass1_vias": 975,
        "use_met3": 0.0418,
        "grt_pass1_wl_um": 6760,
        "use_met1": 0.0798,
        "top_usage_layer": "met2",
        "grt_max_degree": 27,
    },
    "layout": {
        "most-common-layout-cells": "dfrtp_1, clkdlybuf4s50_1, buf_2",
        "n_fill_cell": 872,
        "area_delta_synth_final_pct": 83.3,
        "instances_no_fill": 264,
        "drive_above_1_share": 0.371,
    },
    "placement": {
        "place.gp.congestion": 0.721,
        "placedCellCount": 256,
        "numPortBuffers": 98,
        "dp_slack_ns": -0.0334,
    },
    "final_timing": {
        "fmax_mhz": 993,
        "finalSetupViolations": 1,
        "finalCriticalPeriod_ns": 1.01,
        "fin_setup_tns_ns": -0.00677,
        "finalMaxSlewViolations": 0,
        "finalHoldViolCount": 0,
        "timing.final.ws_setup_ns": -0.00677,
        "rsz0062_at_grt": "true",
        "finalClockPeriodUsage": 1.01,
    },
    "power_and_ir_drop": {
        "switching_share": 0.190,
        "clkPwrFrac": 0.369,
        "p_per_area_nw_per_um2": 1710,
        "seqPwrFrac": 0.542,
        "p_leak_nw": 1.04,
        "net-switching-power_w": 0.000737,
        "p_int_w": 0.00314,
        "ir_worst_vdd_v": 0.000615,
        "combPwrFrac": 0.088,
    },
    "job": {
        "drv_cap": 0,
        "warning_count": 27,
    },
    "die": {
        "boundaryPins": 99,
        "fp.dieArea_um2": 12500,
        "die_h_um": 112,
        "row_count": 33,
        "die_x_um": 112,
        "fp_util": 0.150,
        "core-area_um2": 8220,
    },
    "run_status": {
        "failed_checks": "setup timing",
        "status": "complete, but fails checks",
    },
    "worst_hold_path": {
        "hp-class": "in -> async",
    },
}
[cells in the mapped netlist]
| cell | number |
|---|---|
| inv_1 | 1 |
| conb_1 | 1 |
| dfrtp_1 | 49 |
[layer usage]
metal / vias to the layer above / share of wire
met5: - / 0
met4: 0 / 0.0059
met3: 3 / 0.14
met2: 59 / 0.48
met1: 416 / 0.37
li1: 364 / -
[final timing paths]
path / endpoint / from / slack [ns]
max: flit_out[19] / flit_out[19] / -0.007
min in group clk0: flit_out[47] / TF[15] / 0.34
max in group asynchronous: flit_out[25] / reset / 0.54
min: flit_out[39] / reset / 0.30
[per-stage QoR]
| step | util | hold WS, ns | power [W] | area, µm² |
|---|---|---|---|---|
| 2_1_floorplan | - | 0.231 | 0.00215 | 1240 |
| 3_3_place_gp | 0.291 | 0.616 | 0.00260 | 2390 |
| 3_5_place_dp | 0.291 | 0.626 | 0.00260 | 2390 |
| 4_1_cts | 0.275 | 0.297 | 0.00396 | 2260 |
| 5_1_grt | 0.275 | 0.295 | 0.00407 | 2260 |
| 6_report | 0.275 | 0.299 | 0.00388 | 2260 |
[power by group through the flow]
| stage | Sequential, W | Combinational [W] | Clock, W |
|---|---|---|---|
| 5_1_grt | 0.00211 | 0.000377 | 0.00158 |
| 4_1_cts | 0.00210 | 0.000360 | 0.00149 |
| 6_report | 0.00210 | 0.000343 | 0.00143 |
[cells by family after synthesis]
group / count (synthesis)
buffers and inverters: 1
flip-flops: 49
other: 1
[state kept, by name (all words and copies together), names as in the netlist]
register,count
flit_out,48
write_enable,1
[repair_timing]
item,4_1_cts,5_1_grt
pin swaps,0,0
endpoints found under the setup margin,49,45
gates resized,158,0
cloned,0,0
[final cells by class]
type,instances,area [µm²],area share
inverters,1,7.51,0.00332
repair buffers,100,776,0.343
well taps,105,131,0.0581
flip-flops and latches,49,1230,0.542
clock inverters,1,30.0,0.0133
clock buffers,7,86.3,0.0382
multi-input cells,1,3.75,0.00166
No activity file was given, so power comes from the tool's default toggle rates.
