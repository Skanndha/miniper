**flow/run.sh**
```bash
#!/bin/bash
# OpenROAD 26Q1-2900-gdf79404cd8, Yosys 0.63+post, stock flow scripts
make -C /OpenROAD-flow-scripts/flow DESIGN_CONFIG=/design/flow/config.mk WORK_HOME=/design/flow/orfs finish
```
**flow/config.mk**
```make
export PLATFORM = sky130hd
export DESIGN_NAME = FIFO
export DESIGN_NICKNAME = FIFO
export VERILOG_FILES = /design/flow/design.v
export SDC_FILE = /design/flow/constraint.sdc
export NUM_CORES = 4
export LEC_CHECK = 1
export CORE_UTILIZATION = 40
```
**flow/constraint.sdc**
```tcl
current_design FIFO

set clk_period 7.7
set clk_io_pct 0.2

create_clock -name clk0 -period $clk_period [get_ports {clk}]

set non_clock_inputs [all_inputs -no_clocks]
set_input_delay [expr $clk_period * $clk_io_pct] -clock clk0 $non_clock_inputs
set_output_delay [expr $clk_period * $clk_io_pct] -clock clk0 [all_outputs]
```
**flow/design.v**
```verilog
module FIFO (
    input wire clk,                    
    input wire reset,                  
    input wire write_enable,           
    input wire read_enable,            
    input wire [47:0] data_in,        
    output reg [47:0] data_out,       
    output reg full,                   
    output reg empty                   
);
    reg [47:0] buffer [3:0];          
    reg [1:0] write_ptr = 0;           
    reg [1:0] read_ptr = 0;            
    integer count = 0;
    always @(posedge clk or posedge reset) begin
        if (reset) begin
            write_ptr <= 0;
            read_ptr <= 0;
            count <= 0;
            full <= 0;
            empty <= 1;
        end else begin
            if (write_enable && !full) begin
                buffer[write_ptr] <= data_in;
                write_ptr <= write_ptr + 1;
                count <= count + 1;
            end
            if (read_enable && !empty) begin
                data_out <= buffer[read_ptr];
                read_ptr <= read_ptr + 1;
                count <= count - 1;
            end
            full <= (count == 4);
            empty <= (count == 0);
        end
    end
endmodule
```
==> CHANGELOG.md <==
## Flow update

* Switch share at 0.3043
* GRT overflow at 0
* Residual DRC count at 0
* Number of global-route vias before repair at 6,714
* Largest net degree at the start of global routing at 49
* Worst Path Max Fanout at 46
* Clock Skew at 6.523 ps
* CTS root buf: clkbuf_16
* Synth Flop Type: edfxtp_1
* Comb pwr share at 0.242
* CP max-delay cell: a222oi_1
* TritonRoute pass-1 iters at 5
* CTS tree: done
* Fin util at 0.4902
* DR WL met3 at 2268 um
* RSZ-0062 raised after global routing: no
* Uppermost layer routed: met5
* Site row count at 61
* Worst vdd ir at 204.6 uV
* Crit-path cells: clkdlybuf4s50_1 > nand2b_1 > buf_4 > xnor2_1 > ha_1 > and3_4 > nand3_2 > a222oi_1 > o21ai_1 > a211oi_2 > mux2i_1 > xor2_1
* Antenna violations before repair at 2
* Slack of the worst reg-to-reg path at 4280 ps
* Total Routing Usage GR at 0.1761
* Max_slew headroom at 0.4754
* Min-delay worst type: reg2reg
* Insertion Delay late pin at 550 ps
* Yosys top cell by area: edfxtp_1
* Post-Syn Area at 11,470 sq um
* Post-Syn Area per Cell at 14.78 sq um
* Yosys warns at 2
* Layout cells sized above 1 at 0.08343
* Power share of the sequential group at 0.477
* Max-cap violations at 0
* Vias per cell at 5.338
* Clk sinks at 278
* Arrival time at the worst endpoint at 4750 ps
* Core Area at 28,010 sq um
* Cts hold-fix bufs at 0
* Status: finished clean
* Post-synth EDFFs at 240
* Crit path largest cell delay at 640 ps
* Top Ports at 102
* Fin crit period at 4283 ps
* Max-slew violations at 0
* Clock power share at 0.281
* Worst R2R Path Depth at 11
* Buf/Inv on CP at 2
* Worst setup EP type: flip-flop
* Cells after synthesis at 776
* Port bufs at 101
* Tool warnings at 31
* Setup TNS at 0 ps
* Placed wire-length estimate at 13,710 um
* Worst path top cell family by delay: AND-OR/OR-AND gates
* Final Setup Violations at 0
* P_sw at 1.408 mW
* Die Ht at 171.3 um
* CTS H-tree depth at 1
* Async SR Flop Fraction at 0.1367
* Worst Tran Pin Value at 787.0 ps
* Fmax at 0.2335 GHz
* Vias at 6,752
* Worst path depth at 12
* Top cells by area: edfxtp_1 63%, dfrtp_1 8.1%, mux2i_1 5.3%, a222oi_1 4.3%, inv_1 1.8%
* Clk pin slew, worst setup/hold paths at 60 ps
* Cts bufs inserted at 29
* Clock buffer depth at 3
* Met2 WL at 10,980 um
* Initial drt markers at 623
* Static Leak at 4.833 nW
* Chip area at 29,350 sq um
* Final wirelength at 23,710 um
* First-pass GRT wire length at 36,630 um
* Post-route ant nets at 0
* Flops after synth at 278
* Req. time, crit path at 8170 ps
* Wl on met1 at 9824 um
* Routability cong. at 0.9023
* Die X at 171.3 um
* Final Hold Fails at 0
* Cycle use final at 0.5562
* Hold path cells at 1
* Pint at 3.217 mW
* Pwr Density at 336.8 nW/um^2
* Hold_ws at 513.8 ps
* Routed WL per cell at 18.75 um
* Cell Type Count at 63
* Post-CTS Resized at 0
* FP Util at 0.4094
* Yosys chip area at 11,470 sq um
* Antenna diodes at 0
* CP startpoint kind: input pin
* Setup CP Type: in2reg
* Post-synthesis cell count from yosys at 776
* Register area share after synthesis at 0.7115
* Postcts setup bufs at 0
* Area grow syn2layout at 19.75%
* Top area contributor share at 0.6285
cell type report:
| type | instances | area, sq um |
|---|---|---|
| multi-input cells | 390 | 2900 |
| fillers | 2340 | 14280 |
| repair buffers | 114 | 1109 |
| clock inverters | 16 | 140.1 |
| well taps | 378 | 473.0 |
| flip-flops and latches | 278 | 8159 |
| inverters | 54 | 202.7 |
| clock buffers | 35 | 748.2 |
layer usage:
layer,GRT usage,up-vias
met4,0.03610,4
met5,0,-
li1,-,3177
met3,0.07262,50
met1,0.2552,3217
met2,0.2669,304
Yosys cell counts (5+ instances only):
| library cell | n |
|---|---|
| a21oi_1 | 14 |
| a222oi_1 | 49 |
| and2_1 | 7 |
| and3_1 | 6 |
| buf_1 | 5 |
| buf_2 | 15 |
| clkbuf_1 | 30 |
| dfrtp_1 | 37 |
| edfxtp_1 | 240 |
| ha_1 | 9 |
| inv_1 | 54 |
| mux2i_1 | 61 |
| nand2_1 | 44 |
| nand3_1 | 20 |
| nor2_1 | 33 |
| nor3_1 | 11 |
| nor4_1 | 12 |
| o21ai_0 | 12 |
| o22ai_1 | 5 |
| or3_1 | 7 |
| xnor2_1 | 17 |
| xor2_1 | 17 |
power by group through the flow:
stage | clock, mW | sequential (mW) | combinational, mW
6_report | 1.30 | 2.20 | 1.12
4_1_cts | 1.34 | 2.20 | 1.14
5_1_grt | 1.40 | 2.24 | 1.25
path summary, 6_finish.rpt:
check | to | startpoint
worst max-delay path | count[30] | read_enable
worst min-delay path | count[30] | count[30]
worst max register to register | count[30] | empty
worst min register to register | count[30] | count[30]
max in group asynchronous | empty | reset
min in group asynchronous | count[8] | reset
placed cells by master, fill, tap and decap left out, drive strengths merged, types with 3 or more instances in the layout:
| master | instances |
|---|---|
| a21oi | 14 |
| o21ai | 15 |
| o22ai | 6 |
| nand3 | 21 |
| inv | 55 |
| a222oi | 49 |
| dfrtp | 37 |
| nand2 | 44 |
| xor2 | 17 |
| clkbuf | 35 |
| a32oi | 4 |
| o31ai | 3 |
| or3 | 7 |
| or4 | 3 |
| mux2i | 61 |
| nand2b | 4 |
| ha | 9 |
| a21o | 4 |
| clkdlybuf4s50 | 101 |
| and3 | 7 |
| edfxtp | 240 |
| and4 | 3 |
| nor4 | 14 |
| nor3 | 13 |
| xnor2 | 17 |
| and2 | 8 |
| buf | 13 |
| nand4 | 3 |
| nor2 | 33 |
| nor2b | 4 |
| clkinv | 12 |
registers in the layout, summed over array words and instances, names as in the netlist:
register,flops
write_ptr,2
empty,1
count,32
data_out,48
full,1
read_ptr,2
buffer,192
cells by family after synthesis:
| logic type | synth area share |
|---|---|
| flops | 0.7115 |
| simple gates | 0.07812 |
| compound gates | 0.08096 |
| buf+inv | 0.03841 |
| mux | 0.05521 |
| xor+xnor | 0.02597 |
| fa+ha+maj | 0.009820 |
through the flow:
step                      power, mW  instances  area, sq um  worst slack, ps
after floorplan               2.950        776        11470             2830
after global placement        3.364       1214        12840             2935
after detailed placement      3.363       1214        12840             2886
after CTS                     4.676       1265        13730             3434
after global routing          4.887       1265        13730             3122
final                         4.625       1265        13730             3417
No activity file was given, so power comes from the tool's default toggle rates.
